[flow/design.v]
module add(
input [3:0] a,b,
output [4:0] y
    );
assign y = a + b;  
endmodule
interface add_if();
logic [3:0] a;
logic [3:0] b;
logic [4:0] y;
endinterface
[flow/config.mk]
export PLATFORM = sky130hd
export DESIGN_NAME = add
export DESIGN_NICKNAME = add
export VERILOG_FILES = /design/flow/design.v
export SDC_FILE = /design/flow/constraint.sdc
export NUM_CORES = 4
export LEC_CHECK = 1
export CORE_AREA = 10 10 70 70
export DIE_AREA = 0 0 80 80
[flow/run.sh]
#!/bin/bash
# OpenROAD 26Q1-2900-gdf79404cd8, Yosys 0.63+post, stock flow scripts
make -C /OpenROAD-flow-scripts/flow DESIGN_CONFIG=/design/flow/config.mk WORK_HOME=/design/flow/orfs finish
[flow/constraint.sdc]
current_design add

set clk_period 3.2
set clk_io_pct 0.2

create_clock -name clk0 -period $clk_period

set non_clock_inputs [all_inputs -no_clocks]
set_input_delay [expr $clk_period * $clk_io_pct] -clock clk0 $non_clock_inputs
set_output_delay [expr $clk_period * $clk_io_pct] -clock clk0 [all_outputs]
==> CHANGELOG.md <==
### Implementation results

* Worst hold start: a[0]
* Crit path DRT at between 2 and 3 ns
* Rows at 21
* Initial antenna violation count at 0
* Setup violators final at 0
* Commonest Layout Cell: clkdlybuf4s50_1
* Setup crit end kind: primary output
* Die Width at 80 µm
* Slew @ Worst Pin at 0.1375 ns
* Yosys chip area at around 140 µm²
* Clock network power share at 0
* Starting DRT DRC Count at 1
* Crit path kind: input pin to primary output
* Int Power at about 35 µW
* Num ports at 13
* Seq pwr share at 0
* Max-cap violations at 0
* Hold Path Sink: y[0]
* Routed WL at approximately 560 µm
* Final setup TNS at 0 ns
* Slew Limit Fails at 0
* Leakage at 0.0001318 µW
* CP bufs+invs at 3
* Final Hold Violating Endpoints at 0
* # clk buffers at 0
* Met3 global-route usage at 0.01136
* Synthesized instance count at 16
* Hold depth at 3
* GR Overflow Total at 0
* Fin cells at about 76
* Max IR drop VDD at approximately 0.018 mV
* WL/cell at ~7.3 µm
* PortBufs at 13
* Total GRT Usage at 0.01734
* Cell Area, Synth at 136.4 µm²
* Post-synth top area share at 0.3670
* GRT busiest layer: met1
* Ys cells at 16
* PD cells at between 100 and 150 mW/mm²
* Sequential share of the synthesized area at 0
* Placed cell areas at approximately 320 µm²
* Global-route wire length before repair at 910 µm
* Crit path max-delay family: buffers and inverters
* Startpoint Class: input pin
* Crit share post-route at 0.9584
* Area growth, synth to finish at 146.8%
* Pwr Total at around 49 µW
* Synth cell types at 9
* Most frequent logic cells in the routed design: clkdlybuf4s50_1 (13), inv_1 (4), ha_1 (3)
* Comb pwr share at 1.000
* TritonRoute pass-1 iters at 2
* M1 GR Usage at 0.02515
* Worst-path maximum fanout at 2
* Leading area contributor after synthesis: ha_1
* CP cell instances: clkdlybuf4s50_1 -> ha_2 -> inv_1 -> fa_2 -> nor2b_1 -> o21ai_1 -> nand2b_1 -> clkdlybuf4s50_1
* DIE HEIGHT at ~80 µm
* Sw Share at 0.2902
* Worst path most repeated cell: clkdlybuf4s50_1
* Total number of vias at approximately 160
* FF+latch count at 0
* Avg Cell Area, Syn at between 8 and 9 µm²
* Final min period at approximately 3 ns
* Pin count of the biggest net entering global routing at 4
* Fp util at 0.03993
* RSZ-0062 raised after global routing: false
* Top cells by area: ha_1 (37%), fa_1 (15%), xnor2_1 (13%)
* Share of cells above drive strength 1 at 0.1333
* Switch Pwr at about 14 µW
* Achievable frequency at ~0.33 GHz
* Vias in the first global route at 174
* Slowest cell on the critical path: clkdlybuf4s50_1
* Final GP Congestion at approximately 0.75
* Reg area at 0 µm²
* Synth warnings at 0
* Fin area at between 300 and 400 µm²
* Tool Warnings at 32
* HP Class: input pin to primary output
* Worst path arrival time at around 2.4 ns
* Core area at 0.003416 mm²
* Global-route met2 utilization at 0.02167
* ANT nets after route at 0
* DR vias/cell at around 2.1
* # DRC at 0
* Slowest stage delay, CP at around 0.49 ns
* Placed cells at between 70 and 80
* Outcome: finished clean
* N_diodes at 0
* Slew headroom at 0.9077
* Full die area at 0.006400 mm²
## stage by stage
| stage | hold slack, ns | util | setup slack [ns] |
|---|---|---|---|
| CTS | 2.388 | 0.09487 | 0.05535 |
| detailed placement | 2.379 | 0.09487 | 0.06137 |
| finish | 2.357 | 0.09853 | 0.1331 |
| global placement | 2.358 | 0.09487 | 0.05137 |
| global route | 2.408 | 0.09853 | 0.002359 |
| floorplan | 1.352 | - | 1.129 |
## synthesized netlist by cell type
cell / number
xnor2_1: 2
o21ai_0: 1
nor2b_1: 1
a21oi_2: 1
nand2b_1: 1
ha_1: 4
a21o_1: 1
inv_1: 4
fa_1: 1
## cell families after synthesis
group                      count (synthesis)  share of synthesized area
AOI/OAI and AO/OA                          3                     0.1560
adders and majority gates                  5                     0.5138
xor gates and xnor gates                   2                     0.1285
buffers and inverters                      4                     0.1101
and+or+nand+nor                            2                    0.09180
## layer usage
metal,wire length (µm),part of all wire
met1,271,0.49
met5,0,0
met3,98,0.18
met4,0,0
met2,186,0.34
## power by group through the flow
stage,combinational [µW],sequential (µW),clock (µW)
after global routing,56.1,0,0
after CTS,48.9,0,0
final,49.2,0,0
## cell type report
type                       instances  area, µm²
fill                             408       3079
timing repair buffer              14      137.6
inverter                           4      15.01
tap                               46      57.56
multi-input combinational         12      126.4
## how the worst max path moves through the flow
| stage | end | slack (ns) | startpoint | cells past startpoint |
|---|---|---|---|---|
| 6_report | y[4] | 0.13 | b[0] | 8 |
| 5_1_grt | y[4] | 0.002 | b[0] | 8 |
| 4_1_cts | y[4] | 0.06 | b[0] | 8 |
## repair_timing
| action | 4_1_cts | 5_1_grt |
|---|---|---|
| hold buffers | 0 | 0 |
| setup endpoints to repair | 0 | 1 |
| gates resized | 0 | 3 |
| buffers inserted | 0 | 1 |
Power figures rest on the tool's default switching activity, not on a simulated workload.
